--- flow/run.sh ---
#!/bin/bash
# OpenROAD 26Q1-2900-gdf79404cd8, Yosys 0.63+post, stock flow scripts
make -C /OpenROAD-flow-scripts/flow DESIGN_CONFIG=/design/flow/config.mk WORK_HOME=/design/flow/orfs finish
--- flow/config.mk ---
export PLATFORM = sky130hd
export DESIGN_NAME = debounce
export DESIGN_NICKNAME = debounce
export VERILOG_FILES = /design/flow/design.v
export SDC_FILE = /design/flow/constraint.sdc
export NUM_CORES = 4
export LEC_CHECK = 1
export CORE_AREA = 10 10 88 88
export DIE_AREA = 0 0 98 98
--- flow/constraint.sdc ---
current_design debounce

set clk_period 3.1
set clk_io_pct 0.2

create_clock -name clk0 -period $clk_period [get_ports {clock}]

set non_clock_inputs [all_inputs -no_clocks]
set_input_delay [expr $clk_period * $clk_io_pct] -clock clk0 $non_clock_inputs
set_output_delay [expr $clk_period * $clk_io_pct] -clock clk0 [all_outputs]
--- flow/design.v ---
`timescale 1ns / 1ps
module debounce (reset, clock, noisy, clean);
   parameter DELAY = 5;    
   input reset, clock, noisy;
   output clean;
   reg [18:0] count;
   reg new, clean;
   always @(posedge clock)
     if (reset)
       begin
	  count <= 0;
	  new <= noisy;
	  clean <= noisy;
       end
     else if (noisy != new)
       begin
	  new <= noisy;
	  count <= 0;
       end
     else if (count == DELAY)
       clean <= new;
     else
       count <= count+1;
endmodule
==> flow.log <==
[flow] summary of implementation run
[metrics] outcome: complete, no violations
[metrics] chip area: 9600 sq um
[metrics] MaxCap Viol Count: 0
[metrics] insertion delay of the later-clocked pin in the worst-skew pair: approximately 0.26 ns
[metrics] Post-CTS Setup Repair Bufs: 0
[metrics] compound-cell area share of the yosys netlist: 0.0907
[metrics] Simple-Gate Fraction of Synth Area: 0.358
[metrics] CTS HTree Levels: 1
[metrics] maximum number of pins on one net before global-route repair: 22
[metrics] first-pass GRT wire length: around 3500 microns
[metrics] clock slew at the register clock pins of the worst setup and hold paths: ~0.080 ns
[metrics] Min Clock Period, post-route: 1.88 ns
[metrics] number of logged tool warnings: 26
[metrics] Worst Hold Slack: 0.516 ns
[metrics] Arrival @ worst endpoint: 2.07 ns
[metrics] CP Launch Type: primary input
[metrics] share of synthesized area occupied by flip-flops and latches: 0.404
[metrics] final max-slew violation count: 0
[metrics] Max FO, Critical Path: 21
[metrics] XOR/XNOR share of the synthesized area: 0.0804
[metrics] Worst path max stage delay: 0.47 ns
[metrics] Adder Share, Synth: 0.0230
[metrics] total half-perimeter wirelength after legalization and detailed placement: 1370 microns
[metrics] cell family with most CP delay: simple AND/OR/NAND/NOR gates
[metrics] vias: 777
[metrics] via/cell ratio: just over 4
[metrics] DR WL/cell: 10.1 microns
[metrics] TritonCTS buffer count: 3
[metrics] Max Root-Sink Buffers: 2
[metrics] FP Util: 0.184
[metrics] clock tree from TritonCTS: done
[metrics] Final Skew: 0.00479 ns
[metrics] WS Path Type: primary input to register
[metrics] share of the core filled with cells in the final layout: 0.211
[metrics] buffers plus inverters on the worst setup path: 1
[metrics] number of fillers in the final layout: ~630
[metrics] global route total overflow: 0
[metrics] cell-by-cell trace of the critical path: clkdlybuf4s50_1, xor2_1, or2_2, nor3_1, o2bb2ai_1
[metrics] share of post-route cells with drive strength above 1: 0.155
[metrics] Synth logic family: simple AND/OR/NAND/NOR gates
[metrics] Tot Pwr: 486 uW
[metrics] total of hold buffers inserted after clock tree synthesis: 0
[metrics] Finish-stage setup viols: 0
[metrics] number of antenna-violating nets in the routed design: 0
[metrics] Synth Area per Inst: 9.73 sq um
[metrics] type of element capturing the critical path: register
[metrics] power density of the placed cells: a little under 400 nW/um^2
[metrics] transition time of the tightest slew-check pin: around 0.45 ns
[metrics] RSZ-0062 raised after global routing: no
[metrics] initial antenna violation count: 0
[metrics] Hold/Removal Path Class: register to register
[metrics] Buffers on Ports: 3
[metrics] relative slew slack: 0.698
[metrics] detailed-router iteration count before antenna repair: 2
[metrics] area of the core: 5920 sq um
[metrics] Static Leakage: 0.388 nW
[metrics] Detailed Route WL: roughly 1900 microns
[metrics] Row Count: 28
[metrics] yosys synthesis chip area: 1090 sq um
[metrics] final hold vios: 0
[metrics] maximum achievable frequency: 0.533 GHz
[metrics] top-level port count: 4
[metrics] number of remaining DRC errors: 0
[metrics] YS warnings: 1
[metrics] non-filler cells in the finished layout: 191
[metrics] count of cell types in the netlist: 33
[metrics] post-route fraction of the period consumed by the critical path: 0.605
[metrics] mux cell area share after synthesis: 0.0287
[metrics] CTS resizes: 0
[metrics] placed cells: between 150 and 200
[metrics] via count of the first global-routing pass: 724
[metrics] routability cong.: 0.812
[metrics] Post-Synthesis Cells: 112
[metrics] Crit-path slowest cell: sky130_fd_sc_hd__or2_2
[metrics] drt first-iter violations: 57
[metrics] post-synthesis to final-layout area growth: 14.5%
[metrics] TNS Setup: 0 ns
[metrics] number of antenna cells inserted: 0
[metrics] area of the mapped netlist: between 1000 and 1500 sq um
[metrics] die span in y: 98 microns
[metrics] register bit count reported by yosys: 21
[metrics] Total Routing Usage GR: 0.0419
[metrics] number of sinks handled by clock tree synthesis: 21
[metrics] Peak VDD IR: 0.000191 V
[metrics] Die X-Extent: 98 microns
[metrics] CTS Root Cell: sky130_fd_sc_hd__clkbuf_8
[metrics] yosys stat cell total: 112
[metrics] Top cell excl fill/tap: sky130_fd_sc_hd__dfxtp_1
[metrics] Crit path required time: 3.29 ns
[metrics] most common logic cells in the final layout: 19 x sky130_fd_sc_hd__dfxtp_1, 10 x sky130_fd_sc_hd__nor2_1, 8 x sky130_fd_sc_hd__nand2_1, 7 x sky130_fd_sc_hd__nor3_1
-- report_power, final --
part / internal, mW / switching, mW / total [mW]
clock: 0.0894 / 0.0878 / 0.177
combinational: 0.0116 / 0.0143 / 0.0259
sequential: 0.279 / 0.00436 / 0.283
total: 0.380 / 0.107 / 0.486
-- flip-flops by register name (all words and copies together) (netlist names) --
register	flops
clean	1
count	19
new	1
-- cells by family (layout without fill, tap and decap cells) --
| family | after synthesis | in the layout |
|---|---|---|
| flip-flops | 21 | 21 |
| multiplexers | 3 | 3 |
| XOR/XNOR | 10 | 10 |
| adder cells (fa/ha/maj) | 2 | 2 |
| AND/OR/NAND/NOR | 57 | 57 |
| buffers and inverters | 4 | 8 |
| AND-OR/OR-AND | 15 | 15 |
-- tightest hold or removal path, delay by kind of cell, from the launching register on --
kind | cells | cell delay (ns)
AND-OR/OR-AND | 2 | 0.14
flip-flops | 1 | 0.34
-- layout make-up --
cell class / count / area [sq um] / share of cell area
tap: 75 / 93.8 / 0.0752
timing repair buffer: 3 / 30.0 / 0.0241
sequential: 21 / 440 / 0.353
clock inverter: 1 / 5.00 / 0.00401
multi-input combinational: 87 / 633 / 0.508
inverter: 1 / 3.75 / 0.00301
clock buffer: 3 / 41.3 / 0.0331
-- Yosys cell counts --
library cell	n	area share
sky130_fd_sc_hd__nor4_4	2	0.039
sky130_fd_sc_hd__nor4b_1	2	0.016
sky130_fd_sc_hd__edfxtp_1	2	0.055
sky130_fd_sc_hd__o21bai_1	1	0.0069
sky130_fd_sc_hd__ha_1	2	0.023
sky130_fd_sc_hd__mux2i_1	2	0.018
sky130_fd_sc_hd__dfxtp_1	19	0.35
sky130_fd_sc_hd__nor4_1	3	0.017
sky130_fd_sc_hd__nand4_1	4	0.023
sky130_fd_sc_hd__xnor2_1	6	0.048
sky130_fd_sc_hd__inv_1	1	0.0034
sky130_fd_sc_hd__nor2_1	10	0.034
sky130_fd_sc_hd__o2bb2ai_1	1	0.0080
sky130_fd_sc_hd__and2_1	1	0.0057
sky130_fd_sc_hd__xor2_1	4	0.032
sky130_fd_sc_hd__nand2_1	8	0.028
sky130_fd_sc_hd__buf_2	1	0.0046
sky130_fd_sc_hd__or2_4	1	0.0080
sky130_fd_sc_hd__o21ai_0	4	0.018
sky130_fd_sc_hd__mux2_2	1	0.010
sky130_fd_sc_hd__nand4_4	2	0.039
sky130_fd_sc_hd__nand3_1	5	0.023
sky130_fd_sc_hd__o21a_1	1	0.0069
sky130_fd_sc_hd__and4_1	2	0.016
sky130_fd_sc_hd__a211oi_2	2	0.023
sky130_fd_sc_hd__nor3b_2	1	0.011
sky130_fd_sc_hd__or2_2	1	0.0057
sky130_fd_sc_hd__nor3_1	7	0.032
sky130_fd_sc_hd__clkbuf_1	2	0.0069
sky130_fd_sc_hd__nand3_2	2	0.018
sky130_fd_sc_hd__nor3_2	2	0.018
sky130_fd_sc_hd__a21oi_1	6	0.028
sky130_fd_sc_hd__or3_1	4	0.023
-- worst paths after layout --
check / startpoint / to / slack (ns) / cells past startpoint
worst min-delay path: count[14] / count[14] / 0.52 / 2
worst min register to register: count[14] / count[14] / 0.52 / 2
worst max-delay path: noisy / count[3] / 1.22 / 5
worst max register to register: count[0] / clean / 1.31 / 5
-- stage by stage --
stage | worst slack, ns | area [sq um]
6_report | 1.22 | 1250
2_1_floorplan | 1.51 | 1090
5_1_grt | 1.07 | 1250
3_3_place_gp | 0.953 | 1200
3_5_place_dp | 0.924 | 1200
4_1_cts | 1.22 | 1250
-- metal layers --
layer | up-vias | track usage | part of all wire
met4 | 0 | 0.00224 | 0.0052
met5 | - | 0 | 0
met2 | 4 | 0.0574 | 0.41
li1 | 424 | - | -
met3 | 2 | 0.0156 | 0.038
met1 | 347 | 0.0633 | 0.55
Power figures rest on the tool's default switching activity, not on a simulated workload.
