===== /design/flow/design.v =====
`timescale 1ns / 1ps
module MainController(START_TIMER_SIGNAL, EXPIRED_SIGNAL, TIME_VALUE_TO_TIMER_VISUALIZE, INTERVAL_SELECTOR, reset, sensor, walk_request, reprogram, time_parameter_selector, time_value, clk ,Rm, Ym, Gm, Rs, Ys, Gs, Walk_light, state );
	input reset, sensor, walk_request, reprogram, time_parameter_selector, time_value, clk;
	output Rm, Ym, Gm, Rs, Ys, Gs, Walk_light;
	output START_TIMER_SIGNAL, EXPIRED_SIGNAL;
	reg START_TIMER_SIGNAL, EXPIRED_SIGNAL;
	output reg [3:0] TIME_VALUE_TO_TIMER_VISUALIZE;
	output reg [1:0] INTERVAL_SELECTOR;
	output state;
	wire sensor_sync, prog_sync, WR_sync, WR, WR_reset, start_timer, expired , reset_sync;
	wire [1:0] interval;
	wire [3:0] time_value_to_timer;
	always @ (posedge clk)
	begin
		START_TIMER_SIGNAL <= start_timer; 
		EXPIRED_SIGNAL <= expired;
		TIME_VALUE_TO_TIMER_VISUALIZE <= time_value_to_timer;
		INTERVAL_SELECTOR <= interval;
	end
	Synchronizer sn(.clk(clk), .Reset(reset),.Sensor(sensor), .Walk_request(walk_request), .Reprogram(reprogram), .Reset_Sync(reset_sync), .Sensor_Sync(sensor_sync), .Walk_request_Sync(WR_sync), .Reprogram_Sync(prog_sync));
	WalkRegister wr(.clk(clk) ,.walkPush(WR_sync) ,.reset(reset_sync) ,.pendingWalk(WR), .reset_by_fsm(WR_reset) );
	TimeParameters tp(.clk(clk), .selector(interval), .t_value_input(time_value), .reprogram(prog_sync), .reset(reset_sync), .t_value_output(time_value_to_timer), .selector_reprogram(time_parameter_selector) );
	timer tmr(.clk(clk), .reset(reset_sync), .value_input(time_value_to_timer), .startTimer(start_timer), .expired(expired));
	stateMachine sm(.clk(clk) ,.reset(reset_sync) , .trafficSensor(sensor_sync) , .pendingWalk(WR) ,.reprogram(prog_sync) , .expired(expired) ,.startTimer(start_timer) , .timeParameter(interval) , .resetWalk(WR_reset) ,.Rm(Rm), .Ym(Ym), .Gm(Gm), .Rs(Rs), .Ys(Ys), .Gs(Gs), .Walk_light(Walk_light), .state(state));
endmodule
`timescale 1ns / 1ps
module Synchronizer(clk, Reset, Sensor, Walk_request, Reprogram, Reset_Sync, Sensor_Sync, Walk_request_Sync, Reprogram_Sync);
	input clk, Reset, Sensor, Walk_request, Reprogram;
	output Reset_Sync, Sensor_Sync, Walk_request_Sync, Reprogram_Sync;
	synchronize reset_synchronizer(.clk(clk),.in(Reset),.out(Reset_Sync));
	synchronize sensor_synchronizer(.clk(clk),.in(Sensor),.out(Sensor_Sync));
	synchronize walkrequest_synchronizer(.clk(clk),.in(Walk_request),.out(Walk_request_Sync));
	synchronize reprogram_synchronizer(.clk(clk),.in(Reprogram),.out(Reprogram_Sync));
endmodule
`timescale 1ns / 1ps
module TimeParameters(clk, selector, selector_reprogram, t_value_input, reprogram, reset,
						    t_value_output);
	input clk;
	input[1:0] selector;
	input [1:0] selector_reprogram;
	input[3:0] t_value_input;
	input reprogram, reset;
	output [3:0] t_value_output;
	reg[3:0] t_value_output;
	(* KEEP = "TRUE" *)reg[3:0] tBASE, tEXT, tYEL;
	parameter BASE_SELECT = 2'b00;
	parameter EXT_SELECT = 2'b01;
	parameter YEL_SELECT = 2'b10;
	parameter DEFAULT_BASE = 4'b0110;
	parameter DEFAULT_EXT = 4'b0011;
	parameter DEFAULT_YEL = 4'b0010;
	parameter MAX_TIME = 4'b1111;
	parameter ZERO_TIME = 4'b0000;
	always @ (posedge clk)
		case(selector)
				BASE_SELECT: t_value_output <= tBASE;
				EXT_SELECT: t_value_output <= tEXT;
				YEL_SELECT: t_value_output <= tYEL;
				default: t_value_output <= ZERO_TIME;
		endcase
	always @ (posedge clk)
	begin	
		if(reset)
			begin
				tBASE = DEFAULT_BASE;
				tEXT = DEFAULT_EXT;
				tYEL = DEFAULT_YEL;
			end
		else if(reprogram)
			begin
				case(selector_reprogram)
					BASE_SELECT: tBASE = (t_value_input != ZERO_TIME) ? t_value_input : 4'b0001;
					EXT_SELECT: tEXT = (t_value_input != ZERO_TIME) ? t_value_input : 4'b0001;
					YEL_SELECT: tYEL = (t_value_input != ZERO_TIME) ? t_value_input : 4'b0001;
					default:
						begin
							tBASE = MAX_TIME;
							tEXT = MAX_TIME;
							tYEL = MAX_TIME;
						end
				endcase
			end
	end
 endmodule
`timescale 1ns / 1ps
module WalkRegister (clk ,walkPush ,reset ,pendingWalk, reset_by_fsm );
	input clk ;
	input walkPush , reset, reset_by_fsm ;
	output pendingWalk;
	reg pendingWalk = 0;
	always @ ( posedge clk )
	begin
		pendingWalk <= reset || reset_by_fsm ? 0 : pendingWalk ? pendingWalk : walkPush ;
	end
endmodule
`timescale 1ns / 1ps
module stateMachine(clk ,reset , trafficSensor , pendingWalk ,reprogram , expired ,startTimer , timeParameter , resetWalk ,Rm, Ym, Gm, Rs, Ys, Gs, Walk_light ,state);
	input clk ;
	input reset , trafficSensor , pendingWalk , reprogram , expired ;
	output startTimer ;
	output [1:0] timeParameter ;
	output resetWalk ;
	output Rm, Ym, Gm, Rs, Ys, Gs;
	output Walk_light ;
	output [2:0] state ;
	reg startTimer ;
	reg [1:0] timeParameter ;
	reg resetWalk ;
	reg Rm, Ym, Gm, Rs, Ys, Gs;
	reg Walk_light ;
	parameter ON = 1'b0 ;
	parameter OFF = 1'b1 ;
	reg [2:0] state ;
	reg trigger;
	parameter START_MAIN_GREEN = 0;
	parameter CONT_MAIN_GREEN_NO_TRAFFIC = 1;
	parameter CONT_MAIN_GREEN_TRAFFIC = 2;
	parameter MAIN_YELLOW = 3;
	parameter PEDESTRIAN_WALK = 4;
	parameter START_SIDE_GREEN = 5;
	parameter CONT_SIDE_GREEN_TRAFFIC = 6;
	parameter SIDE_YELLOW = 7;
	parameter INVALID_STATE = 8;
	parameter RED = 2'b00 ;
	parameter YELLOW = 2'b01 ;
	parameter GREEN = 2'b10 ;
	parameter BASE_SELECT = 2'b00 ;
	parameter EXT_SELECT = 2'b01 ;
	parameter YEL_SELECT = 2'b10 ;
	parameter ZERO_SELECT = 2'b11 ;
	always @ ( posedge clk )
	begin
		startTimer <= 0;
		resetWalk <= 0;
		if (trigger)
				begin
					startTimer <= 1;
					trigger <= 0;
				end
		if ( reset || reprogram )
			begin
			trigger <= 1;
			timeParameter <= BASE_SELECT ;
			state <= START_MAIN_GREEN ;
			end
		else if (~ expired )
			begin
			case ( state )
				START_MAIN_GREEN, CONT_MAIN_GREEN_NO_TRAFFIC, CONT_MAIN_GREEN_TRAFFIC :
					begin
					Rm <= 0;
					Ym <= 0;
					Gm <= 1;
					Rs <= 1;
					Ys <= 0;
					Gs <= 0;
					Walk_light <=0;
					end
				MAIN_YELLOW :
					begin
					Rm <= 0;
					Ym <= 1;
					Gm <= 0;
					Rs <= 1;
					Ys <= 0;
					Gs <= 0;
					Walk_light <=0;
					end
				PEDESTRIAN_WALK :
					begin
					Rm <= 1;
					Ym <= 0;
					Gm <= 0;
					Rs <= 1;
					Ys <= 0;
					Gs <= 0;
					Walk_light <=1;
					end
				START_SIDE_GREEN, CONT_SIDE_GREEN_TRAFFIC :
					begin
					Rm <= 1;
					Ym <= 0;
					Gm <= 0;
					Rs <= 0;
					Ys <= 0;
					Gs <= 1;
					Walk_light <=0;
					end
				SIDE_YELLOW :
					begin
					Rm <= 1;
					Ym <= 0;
					Gm <= 0;
					Rs <= 0;
					Ys <= 1;
					Gs <= 0;
					Walk_light <=0;
					end
				default :  
					begin
					Rm <= 0;
					Ym <= 1;
					Gm <= 0;
					Rs <= 0;
					Ys <= 1;
					Gs <= 0;
					Walk_light <=1;
					end
			endcase
		end
		else
			begin
			trigger <= 1;
			case ( state )
				START_MAIN_GREEN :
					begin
						if ( trafficSensor )
							begin
								timeParameter <= EXT_SELECT ;
								state <= CONT_MAIN_GREEN_TRAFFIC ;
							end
						else
							begin
								timeParameter <= BASE_SELECT ;
								state <= CONT_MAIN_GREEN_NO_TRAFFIC ;
							end
					end
				CONT_MAIN_GREEN_NO_TRAFFIC,CONT_MAIN_GREEN_TRAFFIC :
					begin
						timeParameter <= YEL_SELECT ;
						state <= MAIN_YELLOW ;
					end
				MAIN_YELLOW :
					begin
						if ( pendingWalk )
							begin
								timeParameter <= EXT_SELECT ;
								state <= PEDESTRIAN_WALK ;
							end
						else
							begin
								timeParameter <= BASE_SELECT ;
								state <= START_SIDE_GREEN ;
							end
					end
				PEDESTRIAN_WALK :
					begin
						timeParameter <= BASE_SELECT ;
						state <= START_SIDE_GREEN ;
						resetWalk <= 1;
					end
				START_SIDE_GREEN :
					begin
						if ( trafficSensor )
							begin
								timeParameter <= EXT_SELECT ;
								state <= CONT_SIDE_GREEN_TRAFFIC ;
							end
						else
							begin
								timeParameter <= YEL_SELECT ;
								state <= SIDE_YELLOW ;
							end
					end
				CONT_SIDE_GREEN_TRAFFIC :
					begin
						timeParameter <= YEL_SELECT ;
						state <= SIDE_YELLOW ;
					end
				SIDE_YELLOW :
					begin
						timeParameter <= BASE_SELECT ;
						state <= START_MAIN_GREEN ;
					end
				default :
					begin
						state <= INVALID_STATE ;  
					end
			endcase
		end
	end
endmodule
`timescale 1ns / 1ps
module synchronize(clk,in,out);
  parameter NSYNC = 2;   
  input clk;
  input in;
  output out;
  reg [NSYNC-2:0] sync;
  reg out;
  always @ (posedge clk)
  begin
    {out,sync} <= {sync[NSYNC-2:0],in};
  end
endmodule
`timescale 1ns / 1ps
module timer (clk, reset, value_input, startTimer, expired);
	input clk;
	input reset;
	input[3:0] value_input;
	input startTimer;
	output expired;
	reg expired;
	reg[3:0] count;
	reg[2:0] clkCycleCount;
	parameter MAX_COUNT = 4'b1111;
	parameter ZERO_COUNT = 4'b0000;
	parameter ONE_COUNT = 4'b0001;
	parameter BASE_SELECT = 2'b00;
	parameter EXT_SELECT = 2'b01;
	parameter YEL_SELECT = 2'b10;
	parameter CLK_COUNT_AFTER_ONE_SECOND = 3'd4 ;
	parameter CLK_COUNT_ZERO = 2'b0 ;
	always @ (posedge clk)
	begin
		expired <= 0;
		if(clkCycleCount==CLK_COUNT_AFTER_ONE_SECOND || reset==1)
			clkCycleCount <= CLK_COUNT_ZERO;
		else
			clkCycleCount <= clkCycleCount + 1;
		if(reset)
			begin
				expired <= 0;
				count <= MAX_COUNT;  
			end
		else if(startTimer)
			begin
				expired <= 0;
				clkCycleCount <= CLK_COUNT_ZERO;
				count <= value_input;
			end
		else if (clkCycleCount == CLK_COUNT_AFTER_ONE_SECOND)
			begin
				expired <= (count==ONE_COUNT);
				count <= count - 1;
			end
	end
endmodule

===== /design/flow/config.mk =====
export PLATFORM = sky130hd
export DESIGN_NAME = MainController
export DESIGN_NICKNAME = MainController
export VERILOG_FILES = /design/flow/design.v
export SDC_FILE = /design/flow/constraint.sdc
export NUM_CORES = 4
export LEC_CHECK = 1
export CORE_UTILIZATION = 30

===== /design/flow/constraint.sdc =====
current_design MainController

set clk_period 2.6
set clk_io_pct 0.2

create_clock -name clk0 -period $clk_period [get_ports {clk}]

set non_clock_inputs [all_inputs -no_clocks]
set_input_delay [expr $clk_period * $clk_io_pct] -clock clk0 $non_clock_inputs
set_output_delay [expr $clk_period * $clk_io_pct] -clock clk0 [all_outputs]

===== /design/flow/run.sh =====
#!/bin/bash
# OpenROAD 26Q1-2900-gdf79404cd8, Yosys 0.63+post, stock flow scripts
make -C /OpenROAD-flow-scripts/flow DESIGN_CONFIG=/design/flow/config.mk WORK_HOME=/design/flow/orfs finish

==> run summary <==
fresh numbers from the pnr run: dominant logic cell type in the layout=dfxtp_1, via count of the first global-routing pass=984, placed cell count=240, syn_area_per_cell=11.2 um^2, cell depth of the worst setup path=1, Vias/cell=4.42, Post-synth ARST share=0%, cell-by-cell trace of the critical path=clkdlybuf4s50_1, CTS H-tree lvls=2, endpoints failing setup=0, CP peak stage delay=500 ps, largest net degree at the start of global routing=15, worst slew pin tran=517 ps, layout cells sized above 1=5.11%, Synth Seq Share=61.4%, Hold/Removal Path Class=register to register, Reg2Reg Launch Point=tmr.clkCycleCount[0], Tool Warnings=31, max_cap viols=0, wire per inst=10.4 um, P_leak=0.815 nW, met3 routed WL=99 um, chip width=77.6 um, number of fill cells=531, most frequent cells in the layout=dfxtp_1, clkdlybuf4s50_1, nor2_1, startpoint types=register, vias=1095, Area Growth Syn to Fin=21.8%, DIE AREA=6020 um^2, Rows=27, Die H=77.6 um, max-slew violation count=0, # hold bufs at CTS=0, WHS Path Cells=0, post-CTS setup buffers=0, status=finished, final reports clean, FMAX=575 MHz, R2R cell count=5, clock root buffer=clkbuf_8, maximum vdd drop=0.000292 V, CTS Buf Count=5, top_reg_cell synth=dfxtp_1, final WL=2570 um, DRT iter0 DRCs=58, critical path's top delay family=buffers and inverters, unrepaired setup endpoints after global routing=false, ant diodes=0, critical path arrival=1220 ps, CP Class=register to primary output, grt total ovfl=0, final core utilization=37.9%, Post-Route Setup TNS=0 ps, iteration count of the initial detailed-routing pass=4, HP Start=sn.reprogram_synchronizer.sync, YS warnings=9, I/O pins=23, ys cells=153, max_slew headroom=65.5%, global-route wire length before repair=4560 um, cycle use final=66.9%, WL met1=1370 um, CP Max Fanout=6, DRT antenna net count=0, wire length on met2=1020 um, CP required=2080 ps, CTS sink cnt=49, synthesized cell area=1710 um^2, pwr dens=675 nW/um^2, hold endpoint=sn.reprogram_synchronizer.out, CTS tree=done, Gates resized, CTS repair=0, worst r2r dst=tmr.count[3], CP Buf/Inv Count=1, area reported by Yosys stat=1710 um^2, Detailed Place HPWL=1760 um, Yosys reg bits=49, buffers added on ports=21, GP Congestion=0.806, CP endpoint kind=primary output, core area=5510 um^2, R2R Setup Slk=1170 ps, slowest CP cell=clkdlybuf4s50_1, FP Util=31.1%, flip-flops with a built-in enable=7, hold slack=331 ps, min cycle time layout=1740 ps, Final Non-Filler Cells=248, Max Root-Sink Buffers=2, Mapped Cells=153, Latency at later pin=290 ps, gr usage total=9.60%, initial antenna violation count=0, final hold violation count=0, Cell Type Count=34, remaining routing DRC violations=0, Top Layer Used=met4, Worst Clk Skew=4.67 ps, Clock transition at path regs=80 ps
Yosys cell counts (all sizes together), types with 2 or more instances:
cell type   n  area share (%)
dfxtp      42              49
nor2       13             2.8
inv        11             2.4
nand2      11             2.4
a21oi       8             2.3
ha          8             5.8
edfxtp      7              12
buf         6             2.5
nand2b      6             2.2
and3        5             1.8
a31oi       4             1.5
nor3        4             1.2
o21ai       4             1.2
a2111oi     2             2.1
a311oi      2             1.0
nand3       2            0.58
nand3b      2            0.88
nor4        2            0.73
metrics by stage:
step	total power [mW]	setup slack, ps	instance area [um^2]
floorplan	0.856	1230	1710
CTS	1.43	854	2090
global placement	0.882	1160	1970
detailed placement	0.883	1160	1970
finish	1.41	860	2090
global route	1.47	793	2090
cell type report:
| class | instances | area (um^2) | area share [%] |
|---|---|---|---|
| clock inverter | 1 | 30.0 | 1.44 |
| clock buffer | 7 | 86.3 | 4.14 |
| tap | 72 | 90.1 | 4.32 |
| sequential | 49 | 1050 | 50.4 |
| inverter | 11 | 41.3 | 1.98 |
| timing repair buffer | 21 | 210 | 10.1 |
| multi-input combinational | 87 | 578 | 27.7 |
registers in the layout (all words and copies together) (netlist names), 2 cells and up:
| register | count |
|---|---|
| tp.tBASE | 3 |
| sm.state | 3 |
| tp.t_value_output | 4 |
| tmr.count | 4 |
| tp.tEXT | 2 |
| tmr.clkCycleCount | 3 |
| sm.timeParameter | 2 |
| INTERVAL_SELECTOR | 2 |
| TIME_VALUE_TO_TIMER_VISUALIZE | 4 |
where the power goes:
group | leakage [nW] | switching (mW) | total (mW) | internal (mW)
registers | 0.407 | 0.0197 | 0.813 | 0.793
logic | 0.349 | 0.0200 | 0.0519 | 0.0318
clock network | 0.0585 | 0.231 | 0.544 | 0.313
cells by family (layout without fill, tap and decap cells):
group	after synthesis	after routing	synth area share, %
mux	1	1	0.584
buf+inv	17	40	4.89
xor+xnor	1	1	0.511
flops	49	49	61.4
compound gates	25	25	10.5
fa+ha+maj	8	8	5.84
simple gates	52	52	16.3
worst max path at each step:
stage	start	to	slack, ps
final	sm.state[0]	state	860
after global routing	sm.state[0]	state	790
after CTS	sm.state[0]	state	850
layer usage:
layer	up-vias	track usage [%]
li1	574	-
met1	490	15.8
met2	23	13.2
met3	8	1.91
met4	0	2.45
met5	-	0
Power figures rest on the tool's default switching activity, not on a simulated workload.
